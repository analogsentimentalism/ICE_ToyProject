==> flow/design.v <==
`timescale 1 ns / 10 ps
module floatAdd (floatA,floatB,sum);
input [7:0] floatA, floatB;
output reg [7:0] sum;
reg sign;
reg [3:0] exponent;
reg [2:0] mantissa;
reg [3:0] exponentA, exponentB;
reg [3:0] fractionA, fractionB, fraction;	 
reg [3:0] shiftAmount;
reg cout;
always @ (floatA or floatB) begin
	exponentA = floatA[6:3];
	exponentB = floatB[6:3];
	fractionA = {1'b1,floatA[2:0]};
	fractionB = {1'b1,floatB[2:0]}; 
	exponent = exponentA;
	if (floatA == 0) begin						 
		sum = floatB;
	end else if (floatB == 0) begin					 
		sum = floatA;
	end else begin
		if (exponentB > exponentA) begin
			shiftAmount = exponentB - exponentA;
			fractionA = fractionA >> (shiftAmount);
			exponent = exponentB;
		end else if (exponentA > exponentB) begin 
			shiftAmount = exponentA - exponentB;
			fractionB = fractionB >> (shiftAmount);
			exponent = exponentA;
		end
		if (floatA[7] == floatB[7]) begin			 
			{cout,fraction} = fractionA + fractionB;
			if (cout == 1'b1) begin
				{cout,fraction} = {cout,fraction} >> 1;
				exponent = exponent + 1;
			end
			sign = floatA[7];
		end else begin						 
			if (floatA[7] == 1'b1) begin
				{cout,fraction} = fractionB - fractionA;
			end else begin
				{cout,fraction} = fractionA - fractionB;
			end
			sign = cout;
			if (cout == 1'b1) begin
				fraction = -fraction;
			end else begin
			end
			if (fraction [3] == 0) begin
				if (fraction[2] == 1'b1) begin
					fraction = fraction << 1;
					exponent = exponent - 1;
				end else if (fraction[1] == 1'b1) begin
					fraction = fraction << 2;
					exponent = exponent - 2;
				end else if (fraction[0] == 1'b1) begin
					fraction = fraction << 3;
					exponent = exponent - 3;
                end
			end
		end
		mantissa = fraction[2:0];
		sum = {sign,exponent,mantissa};			
	end		
end
endmodule
`timescale 1 ns / 10 ps
module floatMult (floatA,floatB,product);
input [7:0] floatA, floatB;
output reg [7:0] product;
reg sign;
reg [3:0] exponent;
reg [2:0] mantissa;
reg [3:0] fractionA, fractionB;	 
reg [7:0] fraction;
always @ (floatA or floatB) begin
	if (floatA == 0 || floatB == 0) begin
		product = 0;
	end else begin
		sign = floatA[7] ^ floatB[7];
		exponent = floatA[6:3] + floatB[6:3] - 4'd7 +4'd2;
		fractionA = {1'b1,floatA[2:0]};
		fractionB = {1'b1,floatB[2:0]};
		fraction = fractionA * fractionB;
		if (fraction[7] == 1'b1) begin
			fraction = fraction << 1;
			exponent = exponent - 1; 
		end else if (fraction[6] == 1'b1) begin
			fraction = fraction << 2;
			exponent = exponent - 2;
		end else if (fraction[5] == 1'b1) begin
			fraction = fraction << 3;
			exponent = exponent - 3;
		end
		mantissa = fraction[7:5];
		product = {sign,exponent,mantissa};
	end
end
endmodule
module exponent (x,clk,enable,output_exp,ack);
parameter DATA_WIDTH=32;
localparam taylor_iter=7;
input [DATA_WIDTH-1:0] x;
input clk;
input enable;
output reg ack;
output reg [DATA_WIDTH-1:0] output_exp;
reg [DATA_WIDTH*taylor_iter-1:0] divisors;  
reg [DATA_WIDTH-1:0] mult1;  
reg [DATA_WIDTH-1:0] one_or_x;  
wire [DATA_WIDTH-1:0] out_m1;  
wire [DATA_WIDTH-1:0] out_m2;  
wire [DATA_WIDTH-1:0] output_add1;
reg [DATA_WIDTH-1:0] out_reg;  
floatMult FM1 (mult1,one_or_x,out_m1); 
floatMult FM2 (out_m1,divisors[31:0],out_m2); 
floatAdd FADD1 (out_m2,out_reg,output_add1); 
always @ (posedge clk) begin
    if(enable==1'b0) begin
        one_or_x=32'b00111111100000000000000000000000;  
        mult1=32'b00111111100000000000000000000000;  
        out_reg=32'b00000000000000000000000000000000;  
        output_exp=32'b00000000000000000000000000000000;  
        divisors=224'b00111110001010101010101010101011_00111110010011001100110011001101_00111110100000000000000000000000_00111110101010101010101010101011_00111111000000000000000000000000_00111111100000000000000000000000_00111111100000000000000000000000;
        ack=1'b0;  
    end 
    else begin
	   one_or_x=x;
	   mult1=out_m2;  
	   divisors=divisors>>32;  
	   out_reg=output_add1;
	   if(divisors==224'b00000000000000000000000000000000000000000000000000000000000000000000000000000000000000000000000000000000000000000000000000000000000000000000000000000000000000000000000000000000000000000000000000000000000000000000000000000000) 
	   begin
		  output_exp=output_add1;
		  ack=1'b1;
	   end
	  end
end
endmodule 
==> flow/run.sh <==
#!/bin/bash
# OpenROAD 26Q1-2900-gdf79404cd8, Yosys 0.63+post, stock flow scripts
make -C /OpenROAD-flow-scripts/flow DESIGN_CONFIG=/design/flow/config.mk WORK_HOME=/design/flow/orfs finish
==> flow/config.mk <==
export PLATFORM = sky130hd
export DESIGN_NAME = exponent
export DESIGN_NICKNAME = exponent
export VERILOG_FILES = /design/flow/design.v
export SDC_FILE = /design/flow/constraint.sdc
export NUM_CORES = 4
export LEC_CHECK = 1
export CORE_UTILIZATION = 40
==> flow/constraint.sdc <==
current_design exponent

set clk_period 19.5
set clk_io_pct 0.2

create_clock -name clk0 -period $clk_period [get_ports {clk}]

set non_clock_inputs [all_inputs -no_clocks]
set_input_delay [expr $clk_period * $clk_io_pct] -clock clk0 $non_clock_inputs
set_output_delay [expr $clk_period * $clk_io_pct] -clock clk0 [all_outputs]
==> CHANGELOG.md <==
### Physical design

- Top Ports: roughly 67
- Setup crit start kind: flop
- Max-cap violations: 0
- Synthesized area per cell: 8.12 sq um
- Final core occ: between 40 and 50%
- Vias in the first global route: 4460
- GRT Util Overall: 18.0%
- CTS hold repair buffers: 0
- Clk buf depth: 2
- Pwr/cell area: roughly 53 mW/mm^2
- Slowest cell on the critical path: a221oi_2
- Clock Skew: 0.00628 ns
- Largest register FFs: 26
- GRT overflow: 0
- Worst IR Drop VDD: ~61 uV
- Most numerous logic cells after layout: inv_1 (72), ha_1 (66), dfxtp_1 (59)
- Routed via count: 4833
- Die height: approximately 120 um
- Fmax: 80.0 MHz
- Initial antenna violation count: 0
- Slew Limit Fails: 0
- DPL Wire Length: about 9.8 mm
- Final hold vios: 0
- Die Size: around 0.015 sq mm
- DR DRC count: 0
- Distinct lib cells used: around 80
- Ys cells: slightly above 700
- Worst Setup EP: output_exp[6]
- Post-CTS Setup Bufs: 0
- FF-to-FF path depth: around 47
- Placer congestion estimate: slightly below 0.9
- Worst hold path class: reg -> reg
- Worst-margin pin slew: roughly 0.75 ns
- Tmin final: 12.49 ns
- Number of core rows: ~43
- R2R setup slack: approximately 7.0 ns
- H-tree levels: 3
- Placed Area: around 0.0060 sq mm
- Core area: approximately 0.014 sq mm
- Cts repair resizes: 0
- Port Buffers: 18
- Cycle use final: 64.1%
- DIE WIDTH: about 120 um
- Yosys warning count: 12
- Relative slew slack: between 50% and 60%
- Fp_density: about two fifths
- Worst Setup Path Type: reg -> reg
- Layout overhead on the synthesized area: 9.56%
- Clk latency of the worst-skew pair: between 0.3 and 0.4 ns
- Cell mode on critical path: fa_1
- RSZ-0062 raised after global routing: false
- Seq/Total Area, Yosys: roughly a fifth
- Share of layout cells above drive strength 1: approximately 7.3%
- Most frequent logic cell in the layout: inv_1
- P_leak: 0.00270 uW
- Final instance area: 0.00635 sq mm
- WP data arrival: between 10 and 15 ns
- DRT Pass-1 Iters: 5
- WL per Instance: between 10 and 15 um
- 1st-iter DRT viols: just under 300
- First-pass GRT wire length: 21.3 mm
- Clock slew at reported path FFs: 0.05 ns
- Pin count of the biggest net entering global routing: 45
- RR Startpoint: mult1[2]
- CTS tree: yes
- Synth Flop Type: dfxtp_1
- # clock sinks: just under 60
- Post-synth EDFFs: 0
- Clock root cell: clkbuf_16
- Drt total wl: 12.5 mm
- # setup viols final: 0
- Post-route ant nets: 0
- FF-to-FF End: output_exp[6]
- Flops & latches, synth: between 50 and 60
- Status: finished, final reports clean
- Worst setup path startpoint: mult1[2]
- Via density per instance: approximately 5.3
- Ys async rst share: 0%
- Worst setup EP type: flop
- Tool warning count: 75
- Cell Area, Synth: ~0.0058 sq mm
- Yosys stat chip area: just under 0.006 sq mm
- TNS Setup: 0 ns
- Crit path DRT: between 15 and 20 ns
- Delay of the slowest critical-path stage: between 0.5 and 0.6 ns
- DP Worst Slack: ~7.2 ns
- CP max FO: 20
- ANT cells: 0
- Final WS setup: ~7 ns
- CTS buffer count: 9
- Post-Synthesis Cells: about 700
-- metrics by stage --
step | cells | power [uW] | hold slack [ns]
finish | 906 | 335 | 0.433
global route | 906 | 352 | 0.465
CTS | 906 | 338 | 0.441
detailed placement | 891 | 182 | 0.422
global placement | 891 | 181 | 0.425
floorplan | 737 | 173 | 0.411
-- area by class of cell --
class                   instances  area (sq um)
fillers                      1334          7640
multi-input cells             556          4150
flip-flops and latches         59          1180
inverters                      73           274
clock buffers                  11           253
well taps                     180           225
repair buffers                 23           218
clock inverters                 4          50.0
-- cell usage after synthesis, types with 6 or more instances --
cell / n / area (sq um)
nand2_1: 48 / 180
nor3_1: 12 / 60.1
dfxtp_1: 59 / 1180
nor2_1: 46 / 173
nor4_1: 16 / 100
xnor2_1: 12 / 105
ha_1: 66 / 826
buf_4: 24 / 180
a211oi_1: 7 / 52.6
fa_1: 17 / 340
o31ai_1: 8 / 60.1
o22ai_1: 7 / 43.8
and3_1: 8 / 50.1
nand2b_1: 21 / 131
nand3_1: 13 / 65.1
o21ai_0: 45 / 225
inv_1: 72 / 270
or2_2: 6 / 37.5
xor2_1: 8 / 70.1
mux2i_1: 10 / 100
a21oi_1: 29 / 145
nor2b_1: 13 / 81.3
o21a_1: 6 / 45.0
a31oi_1: 10 / 62.6
clkbuf_1: 19 / 71.3
and2_1: 36 / 225
-- cell families after synthesis --
logic type	synth area share (%)
buffers and inverters	9.65
muxes	3.26
DFF	20.4
and+or+nand+nor	21.1
other	0.0647
xor gates and xnor gates	3.30
AOI/OAI and AO/OA	22.1
adders and majority gates	20.1
-- per-layer routing --
metal  up-vias  GRT usage, %  wire length, um
met4         0          2.36              132
met5         -             0                0
met3         8          1.28              443
met1      2254          28.9             6510
li1       2472             -                -
met2        99          27.4             5400
-- power breakdown --
group          internal, uW  leakage [uW]  switching, uW  total (uW)
clock network           105      0.000144           50.4         155
logic                  21.3       0.00207           31.9        53.2
registers               124      0.000483           2.54         127
-- worst min-delay path by stage --
stage	start	endpoint	slack, ns	cells after the start
5_1_grt	divisors[147]	divisors[115]	0.46	1
6_report	divisors[157]	divisors[125]	0.43	1
4_1_cts	divisors[125]	divisors[93]	0.44	1
-- worst max-delay path, delay by kind of cell (launching register included) --
| family | cells | cell delay (ns) |
|---|---|---|
| compound gates | 15 | 3.67 |
| simple gates | 11 | 2.55 |
| buf+inv | 6 | 0.56 |
| flops | 1 | 0.45 |
| mux | 4 | 1.01 |
| fa+ha+maj | 11 | 4.13 |
Power is estimated from default activity; no workload was simulated.
