==> design.v <==
`timescale 1 ns / 10 ps
module floatAdd (floatA,floatB,sum);
input [7:0] floatA, floatB;
output reg [7:0] sum;
reg sign;
reg [3:0] exponent;
reg [2:0] mantissa;
reg [3:0] exponentA, exponentB;
reg [3:0] fractionA, fractionB, fraction;	 
reg [3:0] shiftAmount;
reg cout;
always @ (floatA or floatB) begin
	exponentA = floatA[6:3];
	exponentB = floatB[6:3];
	fractionA = {1'b1,floatA[2:0]};
	fractionB = {1'b1,floatB[2:0]}; 
	exponent = exponentA;
	if (floatA == 0) begin						 
		sum = floatB;
	end else if (floatB == 0) begin					 
		sum = floatA;
	end else begin
		if (exponentB > exponentA) begin
			shiftAmount = exponentB - exponentA;
			fractionA = fractionA >> (shiftAmount);
			exponent = exponentB;
		end else if (exponentA > exponentB) begin 
			shiftAmount = exponentA - exponentB;
			fractionB = fractionB >> (shiftAmount);
			exponent = exponentA;
		end
		if (floatA[7] == floatB[7]) begin			 
			{cout,fraction} = fractionA + fractionB;
			if (cout == 1'b1) begin
				{cout,fraction} = {cout,fraction} >> 1;
				exponent = exponent + 1;
			end
			sign = floatA[7];
		end else begin						 
			if (floatA[7] == 1'b1) begin
				{cout,fraction} = fractionB - fractionA;
			end else begin
				{cout,fraction} = fractionA - fractionB;
			end
			sign = cout;
			if (cout == 1'b1) begin
				fraction = -fraction;
			end else begin
			end
			if (fraction [3] == 0) begin
				if (fraction[2] == 1'b1) begin
					fraction = fraction << 1;
					exponent = exponent - 1;
				end else if (fraction[1] == 1'b1) begin
					fraction = fraction << 2;
					exponent = exponent - 2;
				end else if (fraction[0] == 1'b1) begin
					fraction = fraction << 3;
					exponent = exponent - 3;
                end
			end
		end
		mantissa = fraction[2:0];
		sum = {sign,exponent,mantissa};			
	end		
end
endmodule
`timescale 1 ns / 10 ps
module floatMult (floatA,floatB,product);
input [7:0] floatA, floatB;
output reg [7:0] product;
reg sign;
reg [3:0] exponent;
reg [2:0] mantissa;
reg [3:0] fractionA, fractionB;	 
reg [7:0] fraction;
always @ (floatA or floatB) begin
	if (floatA == 0 || floatB == 0) begin
		product = 0;
	end else begin
		sign = floatA[7] ^ floatB[7];
		exponent = floatA[6:3] + floatB[6:3] - 4'd7 +4'd2;
		fractionA = {1'b1,floatA[2:0]};
		fractionB = {1'b1,floatB[2:0]};
		fraction = fractionA * fractionB;
		if (fraction[7] == 1'b1) begin
			fraction = fraction << 1;
			exponent = exponent - 1; 
		end else if (fraction[6] == 1'b1) begin
			fraction = fraction << 2;
			exponent = exponent - 2;
		end else if (fraction[5] == 1'b1) begin
			fraction = fraction << 3;
			exponent = exponent - 3;
		end
		mantissa = fraction[7:5];
		product = {sign,exponent,mantissa};
	end
end
endmodule
module floatReciprocal(number,enable,clk,output_rec,ack);
parameter DATA_WIDTH=32;
input [DATA_WIDTH-1:0] number;  
input clk,enable; 
output reg[DATA_WIDTH-1:0] output_rec;  
output reg ack;
wire [DATA_WIDTH-1:0] Ddash;  
wire [DATA_WIDTH-1:0] P2Ddash;  
wire [DATA_WIDTH-1:0] Xi ;  
wire [DATA_WIDTH-1:0] Xip1;  
wire [DATA_WIDTH-1:0] out0;  
wire [DATA_WIDTH-1:0] out1;  
wire [DATA_WIDTH-1:0] out2;  
reg  [DATA_WIDTH-1:0] mux;
localparam P1=32'b01000000001101001011010010110101;  
localparam P2=32'b10111111111100001111000011110001;  
assign Ddash={{1'b0,8'b01111110},number[22:0]};
floatMult FM1 (P2,Ddash,P2Ddash);  
floatAdd FADD1 (P2Ddash,P1,Xi);  
floatMult FM2 (mux,Ddash,out0);  
floatAdd FSUB1 (32'b00111111100000000000000000000000,{1'b1,out0[DATA_WIDTH-2:0]},out1);  
floatMult FM3 (mux,out1,out2);  
floatAdd FADD2 (mux,out2,Xip1);  
always @ (negedge clk) begin
	if (enable==1'b0) begin
		mux=Xi;
		ack=1'b0;
	end
	else begin 
		if(mux==Xip1) begin
			ack=1'b1;  
			output_rec={{number[31],8'b11111101-number[30:23]},Xip1[22:0]};  
		end 
		else begin
			mux=Xip1;  
		end
	end
end
endmodule
==> run.sh <==
#!/bin/bash
# OpenROAD 26Q1-2900-gdf79404cd8, Yosys 0.63+post, stock flow scripts
make -C /OpenROAD-flow-scripts/flow DESIGN_CONFIG=/design/flow/config.mk WORK_HOME=/design/flow/orfs finish
==> config.mk <==
export PLATFORM = sky130hd
export DESIGN_NAME = floatReciprocal
export DESIGN_NICKNAME = floatReciprocal
export VERILOG_FILES = /design/flow/design.v
export SDC_FILE = /design/flow/constraint.sdc
export NUM_CORES = 4
export LEC_CHECK = 1
export CORE_UTILIZATION = 40
==> constraint.sdc <==
current_design floatReciprocal

set clk_period 17.5
set clk_io_pct 0.2

create_clock -name clk0 -period $clk_period [get_ports {clk}]

set non_clock_inputs [all_inputs -no_clocks]
set_input_delay [expr $clk_period * $clk_io_pct] -clock clk0 $non_clock_inputs
set_output_delay [expr $clk_period * $clk_io_pct] -clock clk0 [all_outputs]
==> reports/results.ini <==
[placed_design]
portBuffers = 36
detailed_place_hpwl_um = 17300
place.gp.congestion = 0.931

[status]
violations = setup timing
status = complete, but fails checks

[drt]
drt-wirelength-per-cell_um = 15.3
routed_wl_um = 22400
drt_iter0_markers = 402
via_per_inst = 5.26
via_count = 7701
drc_errors = 0
antenna_cells = 0
ant_nets = 0
firstDrtPassIters = 5

[synth]
synth-xor-area-share_pct = 5.90
ys.flop_type = edfxtp_1
ys_warn_count = 18
muxShareOfSynthArea_pct = 3.14
synthesis.area_mm2 = 0.00698
yosysUniqueCellTypes = 100
yosys_area_mm2 = 0.00698
postSynthSeqShare_pct = 11.0
aoi_share_pct = 25.8
synth_stat.cells = 896
synthArstFlopShare_pct = 0
synthCells = 896
enable_flop_cells = 25
fa_ha_area_share_pct = 22.8
simple_gate_area_share_pct = 22.5
numSynthFlops = 26
syn_area_per_cell_um2 = 7.79
ys_top_logic_family = AND-OR/OR-AND gates

[global_routing]
grt_usage_pct = 25.8
top_usage_layer = met2
globalRoute.totalOverflow = 0
grt.met3_usage_pct = 2.55
grt_pass1_wl_um = 36700
grt_max_degree = 17
antenna_found_initial = 0
grtUsageMet1_pct = 37.3
grt_pass1_vias = 7611
met2_usage_pct = 42.8

[worst_setup_path]
crit_path_start_kind = input port
required_ns = 8.79
critPathMaxFanout = 8
cp-end-kind = register
slowest_delay_ns = 0.57
rr_startpoint = mux[2]$_DFFE_NP_
cp.arrival_ns = 13.90
criticalPathCategory = in2reg
cp_slowest_cell = fa_1
rrSetupSlack_ns = 5.38
r2r_cells = 49
crit_top_cell = inv_2
r2r_end = output_rec[3]$_DFFE_NP_

[floorplan]
chipHeight_um = 134
io_pins = 67
die_area_mm2 = 0.0180
die_w_um = 134
fp_util_pct = 41.5
rows = 47
core_area_mm2 = 0.0168

[clocking]
cts_sinks = 26
cts_made_buffers = 3
h-tree-depth = 1
cts_root_buf = clkbuf_16
cts_tree = built
path_clk_slew_ns = 0.05
hold_buffers = 0
insertion_delay_ns = 0.35
clockBufferDepth = 2

[cells_and_area]
syn2layout_area_growth_pct = 57.6
drive_above_1_share_pct = 41.2
post-route-util_pct = 65.4

[sta]
setup_violations = 42
hold_viol_final = 0
drv_slew = 0
grt_setup_unrepaired = true
worstMarginPinSlew_ns = 0.681
finClkSkew_ns = 0.0173
fin_ws_ns = -5.11
slew_headroom_pct = 54.2

[hold_path]
hp-class = reg2reg
hold_path_depth = 1
whs_endpoint = ack$_SDFFE_NN0N_
hp-start = ack$_SDFFE_NN0N_

[flow_run]
drv_cap = 0
openroad.warnings = 112

-- critical path: cells and delay by family --
kind                     cells  cell delay, ns
AND/OR/NAND/NOR             15            2.95
buffers and inverters        8            0.59
XOR/XNOR                     1            0.11
multiplexers                 1            0.28
AND-OR/OR-AND               14            2.81
adder cells (fa/ha/maj)     10            3.66
-- routing by layer --
layer	share of wire, %	vias to the layer above
li1	-	3904
met1	48	3589
met2	46	184
met3	4.3	24
met4	1.7	0
met5	0	-
-- cell families after synthesis --
kind of cell,Yosys count
AOI/OAI and AO/OA,242
DFF,26
xor gates and xnor gates,47
buffers and inverters,136
adders and majority gates,115
other,1
muxes,21
and+or+nand+nor,308
-- synth_stat cells, types with 7 or more instances --
cell type / count / share of area (%)
ha_1: 95 / 17
mux2i_1: 14 / 2.0
nor4_1: 8 / 0.72
clkbuf_1: 15 / 0.81
a31oi_1: 11 / 0.99
o21a_1: 9 / 0.97
mux2_2: 7 / 1.1
nor2b_1: 10 / 0.90
inv_1: 88 / 4.7
a2111oi_0: 7 / 0.88
nand3b_1: 7 / 0.75
a32o_1: 7 / 1.0
nor3_1: 20 / 1.4
a21oi_1: 49 / 3.5
or3_1: 8 / 0.72
buf_2: 9 / 0.65
edfxtp_1: 25 / 11
nand2b_1: 8 / 0.72
nand2_1: 71 / 3.8
xor2_1: 13 / 1.6
fa_1: 20 / 5.7
or2_2: 7 / 0.63
and2_1: 15 / 1.3
buf_4: 20 / 2.2
nand3_1: 16 / 1.1
o21ai_0: 43 / 3.1
nor2_1: 93 / 5.0
and3_1: 8 / 0.72
o31ai_1: 7 / 0.75
xnor2_1: 34 / 4.3
-- registers in the layout (all words and copies together) (netlist names) --
name / flops
output_rec: 17
mux: 8
ack: 1
-- how the worst max path moves through the flow --
stage | depth (start not counted) | from | end
CTS | 50 | number[2] | output_rec[3]$_DFFE_NP_
finish | 49 | number[2] | output_rec[3]$_DFFE_NP_
global route | 51 | number[2] | output_rec[3]$_DFFE_NP_
-- through the flow --
stage	area (um2)	setup TNS (ns)	cells	setup WS, ns	hold WS, ns
2_1_floorplan	7290	-209.26	910	-5.36	0.405
3_3_place_gp	9770	-238.58	1405	-5.95	0.511
3_5_place_dp	9770	-241.51	1405	-6.04	0.481
4_1_cts	10600	-207.77	1454	-5.31	0.502
5_1_grt	11000	-217.97	1463	-5.54	0.543
6_report	11000	-200.60	1463	-5.11	0.495
-- placed cells by master (no fill, tap or decap), drive strengths merged, types with 9 or more instances in the layout --
cell | synthesis | final
o21a | 10 | 10
conb | 1 | 15
clkdlybuf4s50 | 0 | 34
xor2 | 13 | 13
ha | 95 | 95
and2 | 16 | 18
a31oi | 12 | 12
buf | 31 | 314
nor4 | 9 | 9
nor2b | 10 | 10
xnor2 | 34 | 34
a2111oi | 9 | 9
mux2i | 14 | 14
nand3 | 16 | 16
fa | 20 | 20
nand2 | 71 | 71
inv | 88 | 114
nor2 | 95 | 95
edfxtp | 25 | 25
a211oi | 12 | 12
o21ai | 51 | 51
nor3 | 23 | 23
a21oi | 53 | 53
-- layout make-up --
cell class | instances | area (um2)
inverter | 89 | 339
clock inverter | 27 | 104
sequential | 26 | 771
fill | 1331 | 5810
clock buffer | 3 | 75.1
multi-input combinational | 750 | 6660
timing repair buffer | 348 | 2780
tap | 220 | 275
-- timing repair --
item / CTS / global route
gates cloned: 2 / 0
buffers inserted: 23 / 11
endpoints found under the hold margin: 0 / 0
gates resized: 110 / 78
pin swaps: 72 / 60
setup endpoints to repair: 42 / 42
