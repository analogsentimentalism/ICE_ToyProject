## flow/design.v

```verilog
module line_3_buffer(
    clk, resetn, input_data, output_1, output_2, output_3, valid_i, valid_o, behind_conv_done
);
parameter DATA_BITS = 8;
parameter D = 1;
parameter H = 3;
parameter W = 12;
parameter K = 2;
input clk, resetn;
input [D*W*DATA_BITS*K-1:0] input_data;
input behind_conv_done;
output [D*(W+2)*DATA_BITS-1:0] output_1;
output [D*(W+2)*DATA_BITS-1:0] output_2;
output [D*(W+2)*DATA_BITS-1:0] output_3;
input valid_i;
output valid_o;
reg valid;
reg [4:0] zero_padding_counter; 
reg [D*(W+2)*DATA_BITS*K-1:0] buffer [2:0];
reg [1:0] buffer_full;
reg [1:0] counter;
wire [1:0] ptr1, ptr2, ptr3;
reg [2:0] out_counter;
reg button;
assign ptr1 = counter;
assign ptr2 = (counter<2'b10) ? counter + 2'h1 : 2'b00;
assign ptr3 = (ptr2<2'b10) ? ptr2+3'h1 : 2'b00;   
assign output_1 = buffer[ptr1][D*(W+2)*DATA_BITS*out_counter +: D*(W+2)*DATA_BITS];
assign output_2 = buffer[ptr2][D*(W+2)*DATA_BITS*out_counter +: D*(W+2)*DATA_BITS];
assign output_3 = buffer[ptr3][D*(W+2)*DATA_BITS*out_counter +: D*(W+2)*DATA_BITS];
assign valid_o = (zero_padding_counter == 'h0) ? 1'b0 : valid;
always@(posedge clk or negedge resetn) begin
    if (!resetn)
        button <= 1'b0;
    else if((zero_padding_counter == H) & (out_counter == K-1) & behind_conv_done & button)
        button <= 1'b0;
    else if ((zero_padding_counter == H) & (out_counter == K-1) & behind_conv_done)
        button <= 1'b1;
end
always@ (posedge clk or negedge resetn) begin
    if(!resetn)
        out_counter <= 3'h0;
    else if ((out_counter == K-1 ) & behind_conv_done)
        out_counter <= 3'h0;        
    else if(behind_conv_done)
        out_counter <= out_counter + 3'b001;
    else
        out_counter <= out_counter;
end
always@(posedge clk or negedge resetn) begin
    if(!resetn)
        zero_padding_counter <= 5'h0;
    else if(valid_i)
        zero_padding_counter <= zero_padding_counter + 5'h1;
    else if ((zero_padding_counter == H) & behind_conv_done & (out_counter == K-1) & button)
        zero_padding_counter <= 5'h0;
end
always @ (posedge clk or negedge resetn) begin
    if (!resetn)
        valid <= 1'b0;
    else if (valid)
        valid<= 1'b0;
    else if (button & behind_conv_done)
        valid <= 1'b1;
    else if((zero_padding_counter == H) & (out_counter < K) & (behind_conv_done) & !button)
        valid <= 1'b1;
    else if((zero_padding_counter == H) & (out_counter < K-1) & (behind_conv_done) & button)
        valid <= 1'b1;
    else if ((valid_i & (buffer_full >= 2'b01)) | ((out_counter < K-1) & behind_conv_done))
        valid<=1'b1;
end
always @(posedge clk or negedge resetn)begin
    if (!resetn)
        counter <= 2'h0;
    else if ((counter == 2'b10)&(valid_i | ((zero_padding_counter == H) & behind_conv_done & (out_counter == K-1))))
        counter <= 2'h0;
    else if(valid_i|((zero_padding_counter == H)& behind_conv_done)&(out_counter == K-1))
        counter <= counter + 2'b1;
end
always@(posedge clk or negedge resetn) begin
    if (!resetn)
        buffer_full <= 2'h00;
    else if (buffer_full == 2'b10)
        buffer_full <= buffer_full;
    else if (valid_i)
        buffer_full <= buffer_full + 2'b1;
end
genvar i,j;
generate
    for (i=0; i<3; i=i+1) begin
        for(j=0;j<K;j=j+1)begin
        always @ (posedge clk or negedge resetn) begin
            if(!resetn)
                buffer[i][D*(W+2)*DATA_BITS*j+:D*(W+2)*DATA_BITS] <= 'h0;
            else if ((valid_i)&(i == counter))
                buffer[i][D*(W+2)*DATA_BITS*j+:D*(W+2)*DATA_BITS] <= {{D*DATA_BITS{1'b0}},input_data[D*W*DATA_BITS*j+:D*W*DATA_BITS],{D*DATA_BITS{1'b0}}};
            else if (((zero_padding_counter==H)&behind_conv_done&(out_counter == K-1)) & (i == counter))
                buffer[i][D*(W+2)*DATA_BITS*j+:D*(W+2)*DATA_BITS] <= 'h0;
        end
    end
end
endgenerate
endmodule
```

## flow/run.sh

```bash
#!/bin/bash
# OpenROAD 26Q1-2900-gdf79404cd8, Yosys 0.63+post, stock flow scripts
make -C /OpenROAD-flow-scripts/flow DESIGN_CONFIG=/design/flow/config.mk WORK_HOME=/design/flow/orfs finish
```

## flow/config.mk

```make
export PLATFORM = sky130hd
export DESIGN_NAME = line_3_buffer
export DESIGN_NICKNAME = line_3_buffer
export VERILOG_FILES = /design/flow/design.v
export SDC_FILE = /design/flow/constraint.sdc
export NUM_CORES = 4
export LEC_CHECK = 1
export CORE_UTILIZATION = 40
```

## flow/constraint.sdc

```tcl
current_design line_3_buffer

set clk_period 49.7
set clk_io_pct 0.2

create_clock -name clk0 -period $clk_period [get_ports {clk}]

set non_clock_inputs [all_inputs -no_clocks]
set_input_delay [expr $clk_period * $clk_io_pct] -clock clk0 $non_clock_inputs
set_output_delay [expr $clk_period * $clk_io_pct] -clock clk0 [all_outputs]
```

==> metrics.yaml <==
drt_drc_violations_left: 0
fmaxAchievable_mhz: 66.7
report.final.slew_viol_count: 0
drtIter0Drc: 3446
critical_path_launch_point_type: "flop"
timing_hold_violations_final: 0
viasPerCell: 7.11
post_synth_instance_area_um2: 33500
power.sequential.fraction: 0.292
grt_overflow: 0
worstSetupEndpointType: "primary output"
status: "finished, final reports clean"
vias: 32700
wirelength_um: 129000
grt_pass1_vias: 31600
syn-mean-instance-area_um2: 10.2
post-layout-total-power_uw: 3080
min_path_type: "flop to flop"
yosys_area_um2: 33500
warnings: 44
cell_area_leaders: "sky130_fd_sc_hd__dfrtp_1 (44%), sky130_fd_sc_hd__a32o_1 (17%), sky130_fd_sc_hd__a221oi_1 (7.5%)"
post-synth-top-area-cell: "sky130_fd_sc_hd__dfrtp_1"
cts_tree: "done"
final.fill_count: 7071
regToRegStartpoint: "counter[1]"
cts.repair.resized: 0
area_delta_synth_final_pct: 21.9
holdBufCountCts: 0
gr-usage-all-layers: 0.305
seqCellArea_um2: 14800
avgRoutedWirePerCell_um: 28.0
internal_power_uw: 1740
clkPwrFrac: 0.168
cts_setup_buffers: 0
finalWorstPathRequiredPeriod_ns: 14.99
h_tree_depth: 3
synthesis.yosys.warnings: 2
gpl.final_weighted_congestion: 0.882
overall_die_width_um: 291
most-common-layout-cells: "sky130_fd_sc_hd__dfrtp_1 (589), sky130_fd_sc_hd__a32o_1 (576), sky130_fd_sc_hd__clkdlybuf4s50_1 (482)"
top_fanout_value_on_the_critical_path: 54
ys_seq_frac: 0.441
setup_total_negative_slack_ns: 0
die_area_um2: 84800
yosys_reg_bits: 590
static-leakage-power_uw: 0.0153
ios: 533
clkSlewWorstSetupHoldPaths_ns: 0.06
share_of_the_clock_period_used_by_the_worst_path_after_layout: 0.302
max-vdd-ir-drop_v: 0.0000532
grt_max_degree: 177
row_count: 105
startpoint: "counter[0]"
numClockSinks: 590
asyncSetResetFlopFracSynth: 1.00
tritoncts.num_buffers: 70
ant_nets: 0
max_cap_viol_count: 0
endpoint_of_the_lowest_slack_register_to_register_path: "buffer[1][19]"
clk_path_buf_depth: 3
post_synth_num_cell_types: 35
core_region_area_um2: 82500
critPathCapture: "output_3[30]"
max_slew_margin: 0.286
ys_dominant_reg_cell: "sky130_fd_sc_hd__dfrtp_1"
switching_share: 0.433
clock-root-buffer: "sky130_fd_sc_hd__clkbuf_16"
layout-drive-gt1-share: 0.0897
crit_type: "flop to primary output"
timing.final.setup_violations: 0
global_route_wire_length_before_repair_um: 195000
number_of_instances_in_the_synthesized_netlist: 3289
grt_antenna_before_repair: 20
switching_power_uw: 1330
drt-pass1-iter-count: 8
power_density_nw_per_um2: 75.4
grt_setup_unrepaired: "false"
edf_count: 0
cp.required_ns: 39.76
clock-skew-final_ns: 0.0249
initial_utilization: 0.406
final_layout_top_logic_cell: "sky130_fd_sc_hd__dfrtp_1"
combinationalPowerShare: 0.540
rr_worst_depth: 6
synth.yosys.num_cells: 3289
rrSetupSlack_ns: 45.78
clkLatencyLatePin_ns: 0.61
die_y_um: 291
critPathArrivalTime_ns: 5.05
place.detailed.hpwl_um: 72700
top_cell_area_share: 0.441
multi_input_comb_area_um2: 16700
max_slew.worst_pin.slew_ns: 1.04
numPortBuffers: 484
## Yosys cell counts, drive strengths merged (4+ instances only)
cell     count
a22oi      192
inv          9
a221oi     288
o21ba       97
o21ai      194
nor2       386
clkbuf     362
nand2       10
xnor2        4
o22ai       96
a21oi       98
dfrtp      590
a32o       576
a2111oi     96
buf        158
ha          11
mux2i       98
## layer usage
layer / wire length (um) / GRT usage
met5: 87 / 0.00227
met4: 5070 / 0.117
met3: 14900 / 0.103
met2: 59100 / 0.450
met1: 49700 / 0.424
## registers in the layout, summed over array words and instances, names as in the netlist
signal	flops
zero_padding_counter	5
button	1
buffer	576
valid	1
out_counter	3
counter	2
buffer_full	2
## area by class of cell
cell class | instances | share of cell area
sequential | 590 | 0.362
clock buffer | 106 | 0.0517
antenna | 11 | 0.000675
timing repair buffer | 572 | 0.138
tap | 1070 | 0.0328
multi-input combinational | 2217 | 0.410
inverter | 9 | 0.00107
clock inverter | 18 | 0.00448
## power by group through the flow
stage / Sequential (uW) / Clock, uW / Combinational (uW)
6_report: 898 / 517 / 1660
4_1_cts: 892 / 526 / 1640
5_1_grt: 930 / 545 / 1780
## worst min-delay path by stage
stage | start | slack, ns | end | cells past startpoint
after CTS | buffer_full[0] | 0.48 | buffer_full[0] | 1
final | buffer_full[0] | 0.48 | buffer_full[0] | 1
after global routing | buffer_full[0] | 0.49 | buffer_full[0] | 1
## through the flow
stage	utilization	cell area (um2)	hold WS (ns)	instances	setup slack [ns]
after detailed placement	0.467	38500	0.465	4458	35.48
after CTS	0.494	40800	0.477	4582	34.80
after global placement	0.467	38500	0.461	4458	35.50
after floorplan	-	33700	0.446	3336	37.81
after global routing	0.495	40800	0.493	4593	34.61
final	0.495	40800	0.477	4593	34.71
## kinds of logic (layout without fill, tap and decap cells)
kind of cell / Yosys count / count (layout) / synth area share
mux: 100 / 100 / 0.0300
flops: 590 / 590 / 0.441
buf+inv: 529 / 705 / 0.0681
compound gates: 1642 / 1642 / 0.408
xor+xnor: 5 / 5 / 0.00131
fa+ha+maj: 11 / 11 / 0.00411
other cells: 1 / 59 / 0.000112
simple gates: 411 / 411 / 0.0474
## critical path: stages, from the launching register on
cell	delay, ns
sky130_fd_sc_hd__dfrtp_1	0.48
sky130_fd_sc_hd__inv_1	0.21
sky130_fd_sc_hd__ha_4	0.42
sky130_fd_sc_hd__inv_6	0.36
sky130_fd_sc_hd__buf_4	0.66
sky130_fd_sc_hd__buf_4	0.63
sky130_fd_sc_hd__a221oi_1	0.15
sky130_fd_sc_hd__a2111oi_0	0.78
sky130_fd_sc_hd__clkdlybuf4s50_1	0.60
Power figures rest on the tool's default switching activity, not on a simulated workload.
